## design/flow/run.sh

```bash
#!/bin/bash
# OpenROAD 26Q1-2900-gdf79404cd8, Yosys 0.63+post, stock flow scripts
make -C /OpenROAD-flow-scripts/flow DESIGN_CONFIG=/design/flow/config.mk WORK_HOME=/design/flow/orfs finish
```

## design/flow/config.mk

```make
export PLATFORM = sky130hd
export DESIGN_NAME = tboom_delay_buffer
export DESIGN_NICKNAME = tboom_delay_buffer
export VERILOG_FILES = /design/flow/design.v
export SDC_FILE = /design/flow/constraint.sdc
export NUM_CORES = 4
export LEC_CHECK = 1
export CORE_AREA = 10 10 70 70
export DIE_AREA = 0 0 80 80
```

## design/flow/constraint.sdc

```tcl
current_design tboom_delay_buffer

set clk_period 1.0
set clk_io_pct 0.2

create_clock -name clk0 -period $clk_period [get_ports {clk}]

set non_clock_inputs [all_inputs -no_clocks]
set_input_delay [expr $clk_period * $clk_io_pct] -clock clk0 $non_clock_inputs
set_output_delay [expr $clk_period * $clk_io_pct] -clock clk0 [all_outputs]
```

## design/flow/design.v

```verilog
module tboom_delay_buffer#(
    parameter int WIDTH = 6
)(
    input logic clk,
    input logic rst_n,
    input logic [WIDTH - 1:0] d,
    output logic [WIDTH - 1:0] q
);
    always_ff @(posedge clk) begin
        if(!rst_n) begin
            q <= 0;
        end else begin
            q <= d;
        end;
    end
endmodule
```

==> CHANGELOG.md <==
### Metrics

* Number of placed I/O pins at 14
* Number of standard-cell rows in the floorplan at 21
* Worst min path class: input port to flop
* Number of flip-flops and latches in the synthesized netlist at 6
* Final critical-path required period at between 0.9 and 1 ns
* Placed cell area at between 300 and 400 µm²
* Final setup vio count at 0
* Kind of end point of the critical path: output port
* Worst Setup Slack post-DPL at between 0.01 and 0.015 ns
* Registers with the most flip-flops: q (6)
* Vias in the first global route at 172
* Number of DRC markers after the initial detailed-route iteration at 0
* Number of DRC violations after detailed routing at 0
* Post-layout instance area at between 300 and 400 µm²
* Number of nets with antenna violations after routing at 0
* Critical-path cell with the highest stage delay: dfxtp_1
* Part of the Yosys area used for sequential elements at 76.2%
* Clock tree from TritonCTS: yes
* Effective utilization at floorplan at roughly 4.6%
* Series of cell instances along the critical path: clkdlybuf4s15_1
* Final total negative setup slack at 0 ns
* Max FFs per register at 6
* Root buffer cell: clkbuf_4
* Total CTS buffers at 3
* Placer Congestion at approximately 0.70
* Wire length of the first global-routing pass at 890 µm
* PwrDens at between 1000 and 1500 nW/µm²
* Max-capacitance violation count at 0
* Cell Area, Synth at roughly 160 µm²
* Pin count of the biggest net entering global routing at 7
* Clock slew at the register clock pins of the worst setup and hold paths at ~0.04 ns
* Yosys cell count at 12
* Unrepaired setup endpoints after global routing: no
* Number of search-and-repair iterations in the first detailed-routing pass at 1
* Depth of the CTS H-tree at 1
* Count of inserted antenna diode cells at 0
* Smallest setup slack after layout at between 0.05 and 0.06 ns
* Count of pins over their slew limit at 0
* Clk buf depth at 2
* Number of antenna violations at the first check in global routing at 0
* Final Hold Fails at 0
* Via Count at 131
* Filler cell count in the final layout at 399
* Average wire length per cell after detail routing at around 7.6 µm
* Fraction of final layout cells sized beyond drive strength 1 at 14.3%
* Yosys warns at 1
* Yosys stat chip area at roughly 160 µm²
* Total clock sinks at 6
* Highest net fanout along the worst path at 1
* Fmax at approximately 1100 MHz
* Congestion Overflow GR at 0
* Measured slew at the worst slew-check pin at ~0.13 ns
* Peak supply drop at 0.815 mV
* Critical path data required time at around 0.80 ns
* Slew headroom at 91.5%
* Delay contributed by the slowest stage of the critical path at about 0.32 ns
* Placeable Area at around 3400 µm²
* Via density per instance at about 1.8
* Syn_area_per_cell at ~13 µm²
* Die Y-Extent at roughly 80 µm
* LEAKAGE at 0.000135 µW
* Count of unique library cells instantiated by Yosys at 2
* Arrival time at the worst endpoint at roughly 0.74 ns
* Element type at the critical path start: flop
* Gate family responsible for the most delay along the worst path: flip-flops
* Floorplan die width at roughly 80 µm
* IO Port Bufs at 13
* Gate count after technology mapping at 12
* Number of OpenROAD warnings at 25
* Total track usage at just over 2%
* Die area at 6400 µm²
* Worst Path Buf+Inv at 1
* Worst Setup Path Type: flop to output port
* DRT Wirelength at roughly 570 µm
* Largest register by flop count: q
* Area Growth Syn to Fin at 134%
* Result of the run: finished clean
* Crit share post-route at between 90% and 100%
* Final Power at 533 µW
## logic make-up (layout without fill, tap and decap cells)
group / after synthesis / count (layout) / synth area share (%)
buf+inv: 0 / 16 / 0
flops: 6 / 6 / 76.2
simple gates: 6 / 6 / 23.8
## final cells by class
class,count,area (µm²),share of cell area [%]
repair buffers,13,130,35.3
well taps,46,57.6,15.6
multi-input cells,6,37.5,10.2
flip-flops and latches,6,121,32.9
clock buffers,3,22.5,6.10
## per-layer routing
| layer | vias to the layer above | part of all wire, % | global-route usage [%] |
|---|---|---|---|
| met2 | 17 | 13 | 1.28 |
| met3 | 0 | 27 | 3.07 |
| met5 | - | 0 | 0 |
| li1 | 69 | - | - |
| met4 | 0 | 0 | 0 |
| met1 | 45 | 60 | 2.95 |
## what timing repair did
| item | in CTS | in global routing |
|---|---|---|
| gates resized | 7 | 6 |
| setup endpoints to repair | 6 | 6 |
| pin swaps | 0 | 0 |
| buffers inserted | 0 | 0 |
| hold buffers | 0 | 0 |
## cells in the final DEF (no fill, tap or decap)
cell             n
clkdlybuf4s15_1  6
clkdlybuf4s50_1  7
dfxtp_2          1
clkbuf_4         3
and2_1           6
dfxtp_1          5
## worst paths after layout
| path | startpoint | end | cells after the start |
|---|---|---|---|
| max | q[1] | q[1] | 1 |
| min | d[4] | q[4] | 2 |
## power breakdown
| group | internal (µW) | switching (µW) |
|---|---|---|
| Combinational | 43.7 | 11.0 |
| Sequential | 253 | 3.63 |
| Clock | 136 | 85.6 |
| Total | 433 | 100 |
## stage by stage
stage	hold slack (ns)	std cells	util, %
after floorplan	0.322	12	-
after global placement	0.772	71	10.1
after detailed placement	0.772	71	10.1
after CTS	0.509	74	10.6
after global routing	0.542	74	10.8
final	0.514	74	10.8
## Yosys cell counts
library cell	n	share of area, %
and2_1	6	24
dfxtp_1	6	76
Power is estimated from default activity; no workload was simulated.
