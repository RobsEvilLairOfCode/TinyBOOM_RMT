**design/flow/config.mk**
```make
export PLATFORM = sky130hd
export DESIGN_NAME = tboom_rename_map_table
export DESIGN_NICKNAME = tboom_rename_map_table
export VERILOG_FILES = /design/flow/design.v
export SDC_FILE = /design/flow/constraint.sdc
export NUM_CORES = 4
export LEC_CHECK = 1
export CORE_UTILIZATION = 30
```
**design/flow/constraint.sdc**
```tcl
current_design tboom_rename_map_table

set clk_period 28.5
set clk_io_pct 0.2

create_clock -name clk0 -period $clk_period [get_ports {clk}]

set non_clock_inputs [all_inputs -no_clocks]
set_input_delay [expr $clk_period * $clk_io_pct] -clock clk0 $non_clock_inputs
set_output_delay [expr $clk_period * $clk_io_pct] -clock clk0 [all_outputs]
```
**design/flow/design.v**
```verilog
`timescale 1ns/1ps
module tboom_rename_map_table#(
    parameter int REG_ARCH_ADDR_WIDTH = 5,
    parameter int REG_PHYS_ADDR_WIDTH = 6,
    parameter int unsigned MEMORY_WIDTH = 32,
    parameter int unsigned CHECKPOINT_DEPTH = 8
)(
    input logic clk,
    input logic rst_n,
    input logic checkpoint,  
    input logic restore,  
    input logic [$clog2(CHECKPOINT_DEPTH) - 1:0] checkpoint_restore_pos,  
    input logic i0_valid,  
    input logic i0_rd_valid, 
    input logic i0_rs1_valid,  
    input logic i0_rs2_valid,  
    input logic [REG_ARCH_ADDR_WIDTH - 1:0] i0_arch_rs1, 
    input logic [REG_ARCH_ADDR_WIDTH - 1:0] i0_arch_rs2, 
    input logic [REG_ARCH_ADDR_WIDTH - 1:0] i0_arch_rd,  
    input logic i1_valid,
    input logic i1_rd_valid,
    input logic i1_rs1_valid,
    input logic i1_rs2_valid,
    input logic [REG_ARCH_ADDR_WIDTH - 1:0] i1_arch_rs1,
    input logic [REG_ARCH_ADDR_WIDTH - 1:0] i1_arch_rs2,
    input logic [REG_ARCH_ADDR_WIDTH - 1:0] i1_arch_rd,
    input logic write0_enable,  
    input logic [REG_ARCH_ADDR_WIDTH - 1:0] write0_pos,  
    input logic [REG_PHYS_ADDR_WIDTH - 1:0] write0_phys_reg, 
    input logic write1_enable,
    input logic [REG_ARCH_ADDR_WIDTH - 1:0] write1_pos,
    input logic [REG_PHYS_ADDR_WIDTH - 1 :0] write1_phys_reg,
    output logic i0_freelist_request, 
    output logic i1_freelist_request,
    output logic [REG_PHYS_ADDR_WIDTH - 1:0] i0_phys_rs1,
    output logic [REG_PHYS_ADDR_WIDTH - 1:0] i0_phys_rs2,
    output logic [REG_PHYS_ADDR_WIDTH - 1:0] i0_phys_stale,
    output logic [REG_PHYS_ADDR_WIDTH - 1:0] i1_phys_rs1,
    output logic [REG_PHYS_ADDR_WIDTH - 1:0] i1_phys_rs2,
    output logic [REG_PHYS_ADDR_WIDTH - 1:0] i1_phys_stale
);
    logic write0_enable_buffer,write1_enable_buffer;
    logic [REG_PHYS_ADDR_WIDTH - 1:0] i0_phys_rs1_buffer;
    logic [REG_PHYS_ADDR_WIDTH - 1:0] i0_phys_rs2_buffer;
    logic [REG_PHYS_ADDR_WIDTH - 1:0] i0_phys_stale_buffer;
    logic [REG_PHYS_ADDR_WIDTH - 1:0] i1_phys_rs1_buffer;
    logic [REG_PHYS_ADDR_WIDTH - 1:0] i1_phys_rs2_buffer;
    logic [REG_PHYS_ADDR_WIDTH - 1:0] i1_phys_stale_buffer;
 tboom_rename_map_table_buffer rename_map_buffer(
    .clk(clk),
    .rst_n(rst_n),
    .checkpoint(checkpoint),
    .restore(restore),
    .checkpoint_restore_pos(checkpoint_restore_pos),
    .i0_arch_rs1(i0_arch_rs1),
    .i0_arch_rs2(i0_arch_rs2),
    .i0_arch_rd(i0_arch_rd),
    .i1_arch_rs1(i1_arch_rs1),
    .i1_arch_rs2(i1_arch_rs2),
    .i1_arch_rd(i1_arch_rd),
    .write0_enable(write0_enable_buffer),
    .write0_pos(write0_pos),
    .write0_phys_reg(write0_phys_reg),
    .write1_enable(write1_enable_buffer),
    .write1_pos(write1_pos),
    .write1_phys_reg(write1_phys_reg),
    .i0_phys_rs1(i0_phys_rs1_buffer),
    .i0_phys_rs2(i0_phys_rs2_buffer),
    .i0_phys_stale(i0_phys_stale_buffer),
    .i1_phys_rs1(i1_phys_rs1_buffer),
    .i1_phys_rs2(i1_phys_rs2_buffer),
    .i1_phys_stale(i1_phys_stale_buffer)
 );
always_comb begin
    i0_phys_rs1 = (i0_rs1_valid) ? i0_phys_rs1_buffer : '0 ;
    i0_phys_rs2 = (i0_rs2_valid) ? i0_phys_rs2_buffer : '0 ;
    i1_phys_rs1 = (i1_rs1_valid) ? i1_phys_rs1_buffer : '0 ;
    i1_phys_rs2 = (i1_rs2_valid) ? i1_phys_rs2_buffer : '0 ;
    i0_phys_stale = i0_phys_stale_buffer;
    i1_phys_stale = i1_phys_stale_buffer;
    write0_enable_buffer = write0_enable && i0_rd_valid && i0_valid && !(i0_arch_rd == '0) && !restore;
    write1_enable_buffer = write1_enable && i1_rd_valid && i1_valid && !(i1_arch_rd == '0) && !restore;
    i0_freelist_request = i0_rd_valid && i0_valid && !(i0_arch_rd == '0);
    i1_freelist_request = i1_rd_valid && i1_valid && !(i1_arch_rd == '0);
end
endmodule
module tboom_rename_map_table_buffer #(
    parameter int unsigned REG_ARCH_ADDR_WIDTH = 5,
    parameter int unsigned REG_PHYS_ADDR_WIDTH = 6,
    parameter int unsigned MEMORY_WIDTH = 32,
    parameter int unsigned CHECKPOINT_DEPTH = 8,
    localparam int unsigned RMT_LAYER = 0
)(
    input logic clk,
    input logic rst_n,
    input logic checkpoint,  
    input logic restore,  
    input logic [$clog2(CHECKPOINT_DEPTH) - 1:0] checkpoint_restore_pos,  
    input logic [REG_ARCH_ADDR_WIDTH - 1:0] i0_arch_rs1, 
    input logic [REG_ARCH_ADDR_WIDTH - 1:0] i0_arch_rs2, 
    input logic [REG_ARCH_ADDR_WIDTH - 1:0] i0_arch_rd,  
    input logic [REG_ARCH_ADDR_WIDTH - 1:0] i1_arch_rs1,
    input logic [REG_ARCH_ADDR_WIDTH - 1:0] i1_arch_rs2,
    input logic [REG_ARCH_ADDR_WIDTH - 1:0] i1_arch_rd,
    input logic write0_enable,  
    input logic [REG_ARCH_ADDR_WIDTH - 1 :0] write0_pos,  
    input logic [REG_PHYS_ADDR_WIDTH - 1:0] write0_phys_reg, 
    input logic write1_enable,
    input logic [REG_ARCH_ADDR_WIDTH - 1:0] write1_pos,
    input logic [REG_PHYS_ADDR_WIDTH - 1:0] write1_phys_reg,
    output logic [REG_PHYS_ADDR_WIDTH - 1:0] i0_phys_rs1,
    output logic [REG_PHYS_ADDR_WIDTH - 1:0] i0_phys_rs2,
    output logic [REG_PHYS_ADDR_WIDTH - 1:0] i0_phys_stale,
    output logic [REG_PHYS_ADDR_WIDTH - 1:0] i1_phys_rs1,
    output logic [REG_PHYS_ADDR_WIDTH - 1:0] i1_phys_rs2,
    output logic [REG_PHYS_ADDR_WIDTH - 1:0] i1_phys_stale
);
    logic [REG_PHYS_ADDR_WIDTH - 1: 0] arch_array [CHECKPOINT_DEPTH + 1][MEMORY_WIDTH];
    always_ff @(posedge clk) begin
        if(!rst_n) begin
            for(int memory_counter = 0; memory_counter < MEMORY_WIDTH; memory_counter++) begin
                for(int layer_counter = 0; layer_counter < CHECKPOINT_DEPTH + 1; layer_counter++) begin
                   arch_array[layer_counter][memory_counter] = memory_counter[REG_PHYS_ADDR_WIDTH-1:0];  
                end
            end
            i0_phys_rs1 <= '0;
            i0_phys_rs2 <= '0;
            i0_phys_stale <= '0;
            i1_phys_rs1 <= '0;
            i1_phys_rs2 <= '0;
            i1_phys_stale <= '0;
        end else if (restore) begin
            for (int r = 0; r < MEMORY_WIDTH; r++) begin
                    arch_array[RMT_LAYER][r] <= arch_array[checkpoint_restore_pos + 1][r];
            end
        end else begin
            if(checkpoint) begin
                for (int r = 0; r < MEMORY_WIDTH; r++) begin
                    arch_array[checkpoint_restore_pos + 1][r] <= arch_array[RMT_LAYER][r];
                end
            end
            i0_phys_rs1 <= arch_array[RMT_LAYER][i0_arch_rs1];
            i0_phys_rs2 <= arch_array[RMT_LAYER][i0_arch_rs2];
            i0_phys_stale <= arch_array[RMT_LAYER][i0_arch_rd];
            i1_phys_rs1 <= arch_array[RMT_LAYER][i1_arch_rs1];
            i1_phys_rs2 <= arch_array[RMT_LAYER][i1_arch_rs2];
            i1_phys_stale <= arch_array[RMT_LAYER][i1_arch_rd];
            if(write0_enable) begin
                arch_array[RMT_LAYER][write0_pos] <= write0_phys_reg;
            end
            if(write1_enable && !(write0_enable && (write0_pos == write1_pos))) begin
                arch_array[RMT_LAYER][write1_pos] <= write1_phys_reg;
            end
        end
    end
endmodule
```
**design/flow/run.sh**
```bash
#!/bin/bash
# OpenROAD 26Q1-2900-gdf79404cd8, Yosys 0.63+post, stock flow scripts
make -C /OpenROAD-flow-scripts/flow DESIGN_CONFIG=/design/flow/config.mk WORK_HOME=/design/flow/orfs finish
```
==> notes.md <==
fresh numbers from the pnr run: fill cell instance count of the final layout 30,100, RSZ-0062 raised after global routing false, status finished, violations left, starting DRC count in detailed routing 11,300, clk buf depth 4, final routed DRC violation total 0, Yosys top cell by area dfxtp_1, flip-flops with a built-in enable 0, final setup fails 0, total congestion overflow after global routing 0, Worst Setup Start Kind primary input, violated checks max-capacitance violations, max-slew violations, and-or/or-and share of the synthesized area approximately 22%, worst clock skew 0.0801 ns, Synth Area per Inst 7.82 sq um, clock slew seen by the registers of the worst setup and hold paths 0.06 ns, HPWL reported at the end of detailed placement 358 mm, total number of placement rows just under 200, Init Core Util 30.2%, floorplan die height between 500 and 600 um, post-CTS setup-driven buffer insertion count 0, met3 WL about 66 mm, Final Hold Violation Tally 0, post-synth top area share around two fifths, MUX area fraction 7.56%, top cell type by instance count after synthesis nand2_1, total via count after detailed routing ~93,000, Port-buffer cells 106, gpl congestion 1.10, number of cells in Yosys stat 11,300, standby leakage power 36.9 nW, Area Growth Syn to Fin 14.4%, Metal-1 WL 213 mm, pin count of the biggest net entering global routing between 150 and 200, area of the core region ~0.29 sq mm, cell area after technology mapping 0.0882 sq mm, power density over the cells a little under 60 mW/mm^2, main area contributors dfxtp_1 (40%), nand2_1 (14%), a21boi_0 (7.7%), Insertion Delay late pin 0.92 ns, CTS tree done, vias in the first global route 85,200, count of different cell masters after synthesis 84, number of top-level pins 107, length of the first detailed-routing pass in iterations 8, largest combinational cell category by area simple AND/OR/NAND/NOR gates, top layer used by detailed routing met5, Adder Area Share 0%, number of pins exceeding their max-slew limit in the final report 1, Registers, synthesis 1,764, wire length of the first global-routing pass 739 mm, critical path arrival 8.45 ns, ranking of synthesized cells by instance count nand2_1 (3,318), dfxtp_1 (1,764), clkbuf_1 (1,041), top fanout value on the critical path 40, Chip Area, Yosys 0.0882 sq mm, MaxCap Viol Count 1, average routed wire per standard cell 36.3 um, Synth Warn # 3, final clock period utilization by the worst path around 50%, Period minus WS final roughly 14 ns, number of antenna violations at the first check in global routing 105, register area share after synthesis 40.1%, area of the die between 0.2 and 0.3 sq mm, met2 routed WL ~220 mm, HP Class flip-flop to flip-flop, main flop type dfxtp_1, timing-limited maximum frequency 0.0707 GHz, asr flop ratio synth 0%, total routed wirelength 547 mm, Setup crit end kind primary output, CTS Root Buffer Type clkbuf_16, Synth Instances 11,300, worst hold slack roughly 0.46 ns, number of buffers created by CTS just under 200, count of nets left with antenna violations after detail routing 0, level count of the clock H-tree 4, Data required, critical path 22.80 ns, Tool Warnings 31, worst setup path category primary input to primary output, post-DR vias/cell 6.15, post-cts hold buffer count 0, share of post-route cells with drive strength above 1 11.8%, xor and xnor fraction of the mapped netlist area less than 1%, global routing usage summed across all routing layers 37.1%, number of sinks driven by the clock tree 1,764, Slew headroom -0.586%, number of gates resized after CTS 0, final total negative setup slack 0 ns, worst vdd ir 0.0571 mV, Post-Synth Simple-Gate Area 24.9%, Die X 544 um, worst-margin pin slew roughly 1.5 ns
cells in the final DEF, fill, tap and decap left out, types with 22 or more instances in the layout:
| master | synthesis | final |
|---|---|---|
| dfxtp_2 | 0 | 93 |
| nand3b_1 | 41 | 41 |
| clkbuf_16 | 0 | 201 |
| nand3_1 | 769 | 769 |
| a21oi_1 | 320 | 320 |
| mux2_2 | 157 | 157 |
| and3_1 | 64 | 61 |
| nand2_1 | 3318 | 3308 |
| nor3_1 | 79 | 72 |
| nor2b_1 | 76 | 68 |
| o221ai_1 | 52 | 52 |
| buf_2 | 44 | 22 |
| dfxtp_1 | 1764 | 1671 |
| clkinv_2 | 0 | 31 |
| nand4_1 | 83 | 83 |
| mux4_2 | 53 | 53 |
| a21boi_0 | 900 | 900 |
| buf_4 | 3 | 547 |
| clkbuf_1 | 1041 | 44 |
| nor4_1 | 32 | 32 |
| a211oi_1 | 34 | 34 |
| clkbuf_8 | 0 | 42 |
| and2_1 | 62 | 58 |
| a221o_1 | 58 | 58 |
| a22o_1 | 91 | 91 |
| nand2b_1 | 52 | 51 |
| a32o_1 | 28 | 28 |
| nor3b_1 | 31 | 28 |
| a221oi_1 | 224 | 223 |
| diode_2 | 0 | 73 |
| a32oi_1 | 93 | 93 |
| mux2i_1 | 370 | 370 |
| o211ai_1 | 89 | 89 |
| a2111oi_0 | 25 | 24 |
| o22ai_1 | 22 | 22 |
| a22oi_1 | 278 | 278 |
| clkdlybuf4s50_1 | 0 | 81 |
| a31oi_1 | 79 | 79 |
| nor2_1 | 309 | 293 |
| o21ai_0 | 237 | 235 |
metal layers:
layer  vias up  GRT usage (%)
met5         -          0.390
met4        40           25.1
met3      1635           13.1
met2      5966           51.0
met1     45900           49.2
li1      39100              -
critical path, stage by stage:
cell and delay [ns]:
clkdlybuf4s50_1 0.47, buf_4 0.48, or3_1 0.37, nor2_1 0.20
nor2_1 0.58, clkdlybuf4s50_1 0.59
kinds of logic (layout without fill, tap and decap cells):
kind of cell / after synthesis / count (layout)
buffers and inverters: 1206 / 1036
AOI/OAI and AO/OA: 2670 / 2670
muxes: 580 / 580
other: 0 / 73
and+or+nand+nor: 5045 / 5045
DFF: 1764 / 1764
xor gates and xnor gates: 5 / 5
flip-flops by register name, indices dropped and copies added (netlist names):
register                         cells
rename_map_buffer.i0_phys_rs1        6
rename_map_buffer.i1_phys_rs2        6
rename_map_buffer.i0_phys_rs2        6
rename_map_buffer.i1_phys_stale      6
rename_map_buffer.i0_phys_stale      6
rename_map_buffer.arch_array      1728
rename_map_buffer.i1_phys_rs1        6
layout make-up:
type | count | area [sq um] | area share [%]
multi-input cells | 8300 | 48500 | 48.1
flip-flops and latches | 1764 | 35400 | 35.1
clock buffers | 287 | 5770 | 5.73
repair buffers | 660 | 5210 | 5.16
well taps | 3900 | 4880 | 4.84
clock inverters | 63 | 737 | 0.731
diodes | 73 | 183 | 0.181
inverters | 26 | 104 | 0.103
worst paths after layout:
kind                                         from                                   end  slack, ns  cells after the start
min          rename_map_buffer.arch_array[200][1]  rename_map_buffer.arch_array[200][1]       0.46                      2
min reg2reg  rename_map_buffer.arch_array[200][1]  rename_map_buffer.arch_array[200][1]       0.46                      2
max reg2reg   rename_map_buffer.arch_array[30][5]      rename_map_buffer.i0_phys_rs2[5]      25.70                      7
max                                 i0_arch_rd[1]                   i0_freelist_request      14.35                      6
where the power goes:
group,internal [mW],total (mW),switching [mW],leakage (nW)
combinational,0.178,0.716,0.538,19.4
clock,1.51,2.64,1.14,3.20
sequential,2.51,2.57,0.0619,14.3
total,4.19,5.93,1.74,36.9
stage by stage:
| step | setup slack, ns | util [%] | instance area [sq um] | cells | total power [mW] |
|---|---|---|---|---|---|
| CTS | 14.43 | 34.5 | 101000 | 15000 | 5.90 |
| floorplan | 16.30 | - | 88200 | 11300 | 2.91 |
| detailed placement | 14.44 | 32.3 | 94100 | 14600 | 3.29 |
| global route | 14.40 | 34.5 | 101000 | 15000 | 6.03 |
| global placement | 14.42 | 32.3 | 94100 | 14600 | 3.30 |
| finish | 14.35 | 34.6 | 101000 | 15100 | 5.93 |
No activity file was given, so power comes from the tool's default toggle rates.
